===== flow/run.sh =====
#!/bin/bash
# OpenROAD 26Q1-2900-gdf79404cd8, Yosys 0.63+post, stock flow scripts
make -C /OpenROAD-flow-scripts/flow DESIGN_CONFIG=/design/flow/config.mk WORK_HOME=/design/flow/orfs finish

===== flow/config.mk =====
export PLATFORM = sky130hd
export DESIGN_NAME = PE
export DESIGN_NICKNAME = PE
export VERILOG_FILES = /design/flow/design.v
export SDC_FILE = /design/flow/constraint.sdc
export NUM_CORES = 4
export LEC_CHECK = 1
export CORE_UTILIZATION = 40

===== flow/design.v =====
module PE (
    input [1:0] i_A,  
    input [1:0] i_B,  
    input signed [10:0] i_v_diagonal_score, 
    input signed [10:0] i_v_top_score,
    input signed [10:0] i_v_left_score, 
    input signed [10:0] i_i_left_score,
    input signed [10:0] i_d_top_score,
    input         [1:0] i_dia_dir,
    output signed [10:0] o_v_score,
    output signed [10:0] o_i_score,
    output signed [10:0] o_d_score,
    output [1:0] o_v_direct,  
    output       o_i_direct,  
    output       o_d_direct   
);
parameter g_o_penalty = -11'd12;
parameter g_e_penalty = -11'd1;
parameter width = 11;
wire [width-1:0] match_score;
wire [width-1:0] V_temp;
Substitution_Matrix W_0(.i_A(i_A), .i_B(i_B), .o_score(match_score));
assign V_temp = $signed(i_v_diagonal_score) + $signed(match_score);
wire [width-1:0] I_temp_1, I_temp_2;
assign I_temp_1 = $signed(i_v_left_score) + $signed(g_o_penalty);
assign I_temp_2 = $signed(i_i_left_score) + $signed(g_e_penalty);
assign o_i_score = ($signed(I_temp_1) >= $signed(I_temp_2)) ? I_temp_1 : I_temp_2;
assign o_i_direct = ($signed(I_temp_1) >= $signed(I_temp_2)) ? 1'b1 : 1'b0;
wire [width-1:0] D_temp_1, D_temp_2;
assign D_temp_1 = $signed(i_v_top_score) + $signed(g_o_penalty);
assign D_temp_2 = $signed(i_d_top_score) + $signed(g_e_penalty);
assign o_d_score = ($signed(D_temp_1) >= $signed(D_temp_2)) ? D_temp_1 : D_temp_2;
assign o_d_direct = ($signed(D_temp_1) >= $signed(D_temp_2)) ? 1'b1 : 1'b0;
assign o_v_score = (($signed(V_temp) >= $signed(o_i_score)) & ($signed(V_temp) >= $signed(o_d_score))) ? V_temp :
                    ($signed(o_d_score) >= $signed(o_i_score)) ? o_d_score : o_i_score;
assign o_v_direct = (($signed(V_temp) >= $signed(o_i_score)) & ($signed(V_temp) >= $signed(o_d_score))) ?
                    (i_dia_dir[1] ? 2'd1 : 2'd0) :  
                    ($signed(o_d_score) >= $signed(o_i_score)) ? 2'd2 : 2'd3;
endmodule
module Substitution_Matrix(
    input [1:0] i_A,  
    input [1:0] i_B,  
    output signed [10:0] o_score
);
parameter width = 11;
reg [width-1:0] score;
assign o_score = score;
always @(*) begin
    case (i_A)
        2'd0:begin  
            case (i_B)
                2'd0: score =  11'd3;
                2'd1: score = -11'd3;
                2'd2: score = -11'd1;
                2'd3: score = -11'd4;
            endcase
        end
        2'd1:begin  
            case (i_B)
                2'd0: score = -11'd3;
                2'd1: score =  11'd4;
                2'd2: score = -11'd4;
                2'd3: score = -11'd1;
            endcase
        end
        2'd2:begin  
            case (i_B)
                2'd0: score = -11'd1;
                2'd1: score = -11'd4;
                2'd2: score =  11'd4;
                2'd3: score = -11'd3;
            endcase
        end
        2'd3:begin  
            case (i_B)
                2'd0: score = -11'd4;
                2'd1: score = -11'd1;
                2'd2: score = -11'd3;
                2'd3: score =  11'd3;
            endcase
        end
    endcase
end
endmodule

===== flow/constraint.sdc =====
current_design PE

set clk_period 9.8
set clk_io_pct 0.2

create_clock -name clk0 -period $clk_period

set non_clock_inputs [all_inputs -no_clocks]
set_input_delay [expr $clk_period * $clk_io_pct] -clock clk0 $non_clock_inputs
set_output_delay [expr $clk_period * $clk_io_pct] -clock clk0 [all_outputs]

==> run notes <==
fresh numbers from the pnr run: wire length of the first global-routing pass=16100 µm, minimum clock period=9.44 ns, count of routing violations after the opening detailed-route iteration=~130, max-slew violation count=0, status=complete, no violations, sequential share of power=0, final wirelength=between 10000 and 15000 µm, layout filler cell count=759, antenna viol nets, final=0, Gate Area=0.00322 mm², sum of overflow across all layers after global routing=0, Worst Hold End=o_v_direct[0], required time of the worst setup path=between 7 and 8 ns, Vias=3684, CLK BUF=0, number of sequential storage elements=0, FF+latch area=0 µm², Pwr Total=0.577 mW, Peak VDD IR=0.0000999 V, largest area contributor in the synthesized netlist=sky130_fd_sc_hd__ha_1, area overhead of the layout relative to synthesis=39.0%, area reported by Yosys stat=0.00341 mm², ranking of synthesized cells by area=sky130_fd_sc_hd__ha_1 19%, sky130_fd_sc_hd__xnor2_1 8.2%, sky130_fd_sc_hd__inv_1 4.8%, sky130_fd_sc_hd__a21oi_1 4.7%, sky130_fd_sc_hd__a21o_1 4.4%, I/O pin cnt=98, most used logic cell in the final layout=sky130_fd_sc_hd__clkdlybuf4s50_1, width of the chip=94.3 µm, number of inserted diodes=0, internal power component=0.300 mW, number of synthesis warnings=1, Final Hold Fails=0, Finished Layout Cells=684, synthesized netlist cell count=465, # DRC=0, cell count in the Yosys report=465, share of the synthesized area in the top cell type=0.191, most frequent cells in the layout=97 x sky130_fd_sc_hd__clkdlybuf4s50_1, 52 x sky130_fd_sc_hd__ha_1, 44 x sky130_fd_sc_hd__inv_1, length of the first detailed-routing pass in iterations=4, fmax=106 MHz, Routed WL per cell=14.9 µm, routability congestion estimate from global placement=~0.85, net switching share of the total power=0.480, site row count=33, HPWL Detailed=8790 µm, final setup fails=0, final-layout setup total negative slack=0 ns, Hold Crit Depth=3, power share of the combinational group=1.000, arrival time at the worst endpoint=7.48 ns, launch point of the worst hold path=i_dia_dir[1], pre-CTS setup slack=roughly 0.095 ns, post-placement cell count=681, share of the clock period used by the worst path=0.963, Min-Delay Path Class=input pin to output pin, biggest fanout along the worst timing path=12, post-synthesis sequential area ratio=0, largest net degree at the start of global routing=20, OpenROAD warning count=38, crit path kind=input pin to output pin, synthesized area=0.00341 mm², CORE AREA=slightly above 0.008 mm², P_leak=2.06 nW, share of final-layout standard cells stronger than drive strength 1=0.133, DIE AREA=0.00889 mm², clock network power share=0, transition time of the tightest slew-check pin=0.681 ns, final worst-path setup slack=approximately 0.36 ns, type of element capturing the critical path=output pin, net load switching power=0.277 mW, average footprint of a synthesized cell=between 7 and 8 µm², Max Cap Viol=0, kind of start point of the critical path=input pin, worst-case headroom to the max-slew limit=0.541, number of global-route vias before repair=3361, initial standard-cell utilization of the core=0.415, total power per unit cell area=122 mW/mm², routed vias/inst=roughly 5.4, count of buffers inserted at the top-level ports=97, gr usage total=0.231, initial antenna violation count=0, Die Ht=94.3 µm, distinct lib cells=80
-- power groups by stage --
stage / clock [mW] / sequential (mW) / combinational [mW]
global route: 0 / 0 / 0.640
finish: 0 / 0 / 0.577
CTS: 0 / 0 / 0.567
-- cell usage after synthesis (5+ instances only) --
| cell type | n |
|---|---|
| sky130_fd_sc_hd__a31oi_1 | 10 |
| sky130_fd_sc_hd__nor2_1 | 32 |
| sky130_fd_sc_hd__ha_1 | 52 |
| sky130_fd_sc_hd__o221ai_1 | 5 |
| sky130_fd_sc_hd__nand4_1 | 10 |
| sky130_fd_sc_hd__xnor2_1 | 32 |
| sky130_fd_sc_hd__nor3_1 | 11 |
| sky130_fd_sc_hd__o31ai_1 | 5 |
| sky130_fd_sc_hd__nand2_1 | 31 |
| sky130_fd_sc_hd__a211oi_1 | 5 |
| sky130_fd_sc_hd__nand3_1 | 15 |
| sky130_fd_sc_hd__inv_1 | 44 |
| sky130_fd_sc_hd__a21oi_1 | 32 |
| sky130_fd_sc_hd__and3_1 | 5 |
| sky130_fd_sc_hd__o21bai_1 | 6 |
| sky130_fd_sc_hd__nand2b_1 | 9 |
| sky130_fd_sc_hd__and2_1 | 5 |
| sky130_fd_sc_hd__clkbuf_1 | 5 |
| sky130_fd_sc_hd__xor2_1 | 13 |
| sky130_fd_sc_hd__buf_2 | 6 |
| sky130_fd_sc_hd__a21o_1 | 20 |
| sky130_fd_sc_hd__o211ai_1 | 7 |
| sky130_fd_sc_hd__o21ai_0 | 13 |
-- how the worst max path moves through the flow --
stage                        startpoint      endpoint  slack [ns]
after global routing   i_d_top_score[0]  o_v_score[3]     -0.0008
final                  i_d_top_score[0]  o_v_score[1]        0.36
after CTS             i_i_left_score[0]  o_v_score[3]        0.07
-- cell type report --
| type | count | area share |
|---|---|---|
| Multi-Input combinational cell | 404 | 0.679 |
| Inverter | 45 | 0.0362 |
| Tap cell | 105 | 0.0277 |
| Timing Repair Buffer | 130 | 0.257 |
-- what timing repair did --
| action | CTS | global route |
|---|---|---|
| setup buffers | 0 | 3 |
| setup endpoints to repair | 0 | 13 |
| hold buffers | 0 | 0 |
| gates resized | 0 | 18 |
-- cell families after synthesis --
logic type / Yosys count / share of synthesized area
adder cells (fa/ha/maj): 55 / 0.203
XOR/XNOR: 49 / 0.137
AND-OR/OR-AND: 143 / 0.311
AND/OR/NAND/NOR: 153 / 0.255
multiplexers: 4 / 0.0173
buffers and inverters: 61 / 0.0771
-- stage by stage --
step           hold slack [ns]  instance area (µm²)   util
6_report                  4.87                 4740  0.577
5_1_grt                   4.90                 4740  0.577
4_1_cts                   4.87                 4640  0.565
3_5_place_dp              4.86                 4640  0.565
3_3_place_gp              4.86                 4640  0.565
2_1_floorplan             3.98                 3410      -
-- worst max-delay path, stage by stage --
cell and delay (ns):
sky130_fd_sc_hd__clkdlybuf4s50_1 0.52, sky130_fd_sc_hd__inv_1 0.08, sky130_fd_sc_hd__ha_1 0.22, sky130_fd_sc_hd__nand2b_1 0.13, sky130_fd_sc_hd__nor2_1 0.08, sky130_fd_sc_hd__xnor2_1 0.16
sky130_fd_sc_hd__ha_1 0.36, sky130_fd_sc_hd__inv_1 0.06, sky130_fd_sc_hd__a211o_1 0.26, sky130_fd_sc_hd__nand4_1 0.11, sky130_fd_sc_hd__o221ai_1 0.14, sky130_fd_sc_hd__a21o_4 0.26
sky130_fd_sc_hd__o21a_4 0.25, sky130_fd_sc_hd__a21oi_1 0.36, sky130_fd_sc_hd__buf_4 0.20, sky130_fd_sc_hd__ha_1 0.23, sky130_fd_sc_hd__nand3_1 0.14, sky130_fd_sc_hd__a2111oi_1 0.08
sky130_fd_sc_hd__a22o_1 0.21, sky130_fd_sc_hd__or4_1 0.54, sky130_fd_sc_hd__buf_4 0.21, sky130_fd_sc_hd__a21o_1 0.18, sky130_fd_sc_hd__a31oi_1 0.19, sky130_fd_sc_hd__clkdlybuf4s50_1 0.52
-- metal layers --
metal,share of wire,vias to the layer above,GRT usage
met2,0.45,79,0.391
met5,0,-,0
met1,0.50,1643,0.345
met3,0.041,4,0.00658
met4,0.0031,0,0.00769
li1,-,1958,-
No activity file was given, so power comes from the tool's default toggle rates.
